File: ./design.v
module uart
#(
    parameter DELAY_FRAMES = 260  
)
(   
    input clk,
    input uart_rx,
    input reset_n,
    input btn1,
    output uart_tx,
    output reg [7:0] leds=0
);
localparam HALF_DELAY_WAIT = (DELAY_FRAMES / 2);
typedef enum reg[2:0]{
    RX_STATE_IDLE       = 0,
    RX_STATE_START_BIT  = 1,
    RX_STATE_READ_WAIT  = 2,
    RX_STATE_READ       = 3,
    RX_STATE_STOP_BIT   = 4
} e_rxState;
e_rxState rxState ;
reg [12:0] rxCounter = 0;
reg [79:0] dataIn = 0;
reg [2:0] rxBitNumber = 0;
reg byteReady = 0;
reg debug_readuart = 0;
always @(posedge clk or negedge reset_n) begin
    if(~reset_n)begin
        rxState <= RX_STATE_IDLE;
        rxCounter <= 0;
        rxBitNumber <= 0;
        byteReady <= 0;
        dataIn = 0;
    end
    else begin
        case (rxState)
            RX_STATE_IDLE: begin
                if (uart_rx == 0) begin
                    rxState <= RX_STATE_START_BIT;
                    rxCounter <= 1;
                    rxBitNumber <= 0;
                    byteReady <= 0;
                end
            end 
            RX_STATE_START_BIT: begin
                if (rxCounter == HALF_DELAY_WAIT) begin
                    rxState <= RX_STATE_READ_WAIT;
                    rxCounter <= 1;
                end else 
                    rxCounter <= rxCounter + 1;
            end
            RX_STATE_READ_WAIT: begin
                rxCounter <= rxCounter + 1;
                debug_readuart <= 0;
                if ((rxCounter + 1) == DELAY_FRAMES) begin
                    rxState <= RX_STATE_READ;
                end
            end
            RX_STATE_READ: begin
                rxCounter <= 1;
                dataIn <= {uart_rx, dataIn[79:1]};
                debug_readuart <= 1;
                rxBitNumber <= rxBitNumber + 1;
                if (rxBitNumber == 3'b111)
                    rxState <= RX_STATE_STOP_BIT;
                else
                    rxState <= RX_STATE_READ_WAIT;
            end
            RX_STATE_STOP_BIT: begin
                rxCounter <= rxCounter + 1;
                debug_readuart <= 0;
                if ((rxCounter + 1) == DELAY_FRAMES) begin
                    rxState <= RX_STATE_IDLE;
                    rxCounter <= 0;
                    byteReady <= 1;
                end
            end
        endcase
    end
end
always @(posedge clk or negedge reset_n) begin
    if (~reset_n)begin
        leds <= 0;
    end else begin
        if (byteReady) begin
            leds <= dataIn[63:56];
        end
    end
end
reg [3:0] txState = 0;
reg [24:0] txCounter = 0;
reg [7:0] dataOut = 0;
reg txPinRegister = 1;
reg [2:0] txBitNumber = 0;
reg [3:0] txByteCounter = 0;
assign uart_tx = txPinRegister;
localparam MEMORY_LENGTH = 12;
reg [7:0] testMemory [MEMORY_LENGTH-1:0];
initial begin
    testMemory[0] = "L";
    testMemory[1] = "u";
    testMemory[2] = "s";
    testMemory[3] = "h";
    testMemory[4] = "a";
    testMemory[5] = "y";
    testMemory[6] = " ";
    testMemory[7] = "L";
    testMemory[8] = "a";
    testMemory[9] = "b";
    testMemory[10] = "s";
    testMemory[11] = " ";
end
localparam TX_STATE_IDLE = 0;
localparam TX_STATE_START_BIT = 1;
localparam TX_STATE_WRITE = 2;
localparam TX_STATE_STOP_BIT = 3;
localparam TX_STATE_DEBOUNCE = 4;
always @(posedge clk) begin
    case (txState)
        TX_STATE_IDLE: begin
            if (btn1 == 0) begin
                txState <= TX_STATE_START_BIT;
                txCounter <= 0;
                txByteCounter <= 0;
            end
            else begin
                txPinRegister <= 1;
            end
        end 
        TX_STATE_START_BIT: begin
            txPinRegister <= 0;
            if ((txCounter + 1) == DELAY_FRAMES) begin
                txState <= TX_STATE_WRITE;
                dataOut <= testMemory[txByteCounter];
                txBitNumber <= 0;
                txCounter <= 0;
            end else 
                txCounter <= txCounter + 1;
        end
        TX_STATE_WRITE: begin
            txPinRegister <= dataOut[txBitNumber];
            if ((txCounter + 1) == DELAY_FRAMES) begin
                if (txBitNumber == 3'b111) begin
                    txState <= TX_STATE_STOP_BIT;
                end else begin
                    txState <= TX_STATE_WRITE;
                    txBitNumber <= txBitNumber + 1;
                end
                txCounter <= 0;
            end else 
                txCounter <= txCounter + 1;
        end
        TX_STATE_STOP_BIT: begin
            txPinRegister <= 1;
            if ((txCounter + 1) == DELAY_FRAMES) begin
                if (txByteCounter == MEMORY_LENGTH - 1) begin
                    txState <= TX_STATE_DEBOUNCE;
                end else begin
                    txByteCounter <= txByteCounter + 1;
                    txState <= TX_STATE_START_BIT;
                end
                txCounter <= 0;
            end else 
                txCounter <= txCounter + 1;
        end
        TX_STATE_DEBOUNCE: begin
            if (txCounter == 23'b111111111111111111) begin
                if (btn1 == 1) 
                    txState <= TX_STATE_IDLE;
            end else
                txCounter <= txCounter + 1;
        end
    endcase      
end
endmodule
File: ./run.sh
#!/bin/bash
# OpenROAD 26Q1-2900-gdf79404cd8, Yosys 0.63+post, stock flow scripts
make -C /OpenROAD-flow-scripts/flow DESIGN_CONFIG=/design/flow/config.mk WORK_HOME=/design/flow/orfs finish
File: ./config.mk
export PLATFORM = sky130hd
export DESIGN_NAME = uart
export DESIGN_NICKNAME = uart
export VERILOG_FILES = /design/flow/design.v
export SDC_FILE = /design/flow/constraint.sdc
export NUM_CORES = 4
export LEC_CHECK = 1
export CORE_UTILIZATION = 50
File: ./constraint.sdc
current_design uart

set clk_period 7.4
set clk_io_pct 0.2

create_clock -name clk0 -period $clk_period [get_ports {clk}]

set non_clock_inputs [all_inputs -no_clocks]
set_input_delay [expr $clk_period * $clk_io_pct] -clock clk0 $non_clock_inputs
set_output_delay [expr $clk_period * $clk_io_pct] -clock clk0 [all_outputs]
==> flow_metrics.tcl <==
# collected from the flow reports
set metrics [dict create \
    ys_seq_share 0.503 \
    fp-row-count 37 \
    hp-start "rxBitNumber[0]$_DFFE_PN0P_" \
    routed_via_density 5.66 \
    area_growth_pct 7.10 \
    synth.avg_cell_area_um2 10.8 \
    antenna_cells 0 \
    r2r-start "txCounter[0]$_DFFE_PP_" \
    critPathKind "flip-flop to flip-flop" \
    avgRoutedWirePerCell_um 14.5 \
    final_antenna_net_count 0 \
    worstSkewPairLatency_ps 360 \
    hold_buffers 0 \
    cp_max_fo 7 \
    rsz0062_at_grt "no" \
    critPathLaunch "txCounter[0]$_DFFE_PP_" \
    drc 0 \
    syn-cell-area_um2 5250 \
    critPathBufInv 0 \
    grt_max_degree 55 \
    fmax_mhz 297 \
    pin_count 13 \
    slew-limit-headroom 0.432 \
    yosys_warnings 1 \
    clockBufferDepth 2 \
    synth.distinct_cells 61 \
    ir_drop_mv 0.129 \
    lay_top_cells "dfrtp_1, edfxtp_1, a21oi_1, nand2_1, mux2_2" \
    totalWireLength_um 9160 \
    drt-pass1-iter-count 4 \
    finalCritPeriodShare 0.456 \
    timing.reg2reg.setup_slack_ps 4030 \
    synth-edff-count 43 \
    start_kind "flip-flop" \
    leakage_nw 2.21 \
    clockRootBuffer "clkbuf_8" \
    min_path_type "flip-flop to flip-flop" \
    syn_inst 488 \
    hold_viol 0 \
    tool_warnings 32 \
    grt_pass1_vias 3419 \
    via_count 3572 \
    slew_violations 0 \
    die_area_um2 10900 \
    fin_tns_setup_ps 0 \
    grt_remaining_overflow 0 \
    numCtsBuffers 9 \
    ys_cells 488 \
    slowest_delay_ps 690 \
    cp-end-kind "flip-flop" \
    die_h_um 104 \
    drive_gt1_frac 0.135 \
    numClockSinks 97 \
    p_total_mw 1.43 \
    ff_type "dfrtp_1" \
    h-tree-depth 3 \
    period_minus_slack_ps 3370 \
    async_flop_share 0.557 \
    crit_family "simple AND/OR/NAND/NOR gates" \
    drtIter0Drc 168 \
    crit_chain "ha_1, nand4_2, nor4_4, and3_4, a31oi_2, a2111oi_2, nand2_1, nor3_1" \
    lay_top_count "dfrtp_1" \
    clock_skew_ps 15.9 \
    antenna_found_initial 0 \
    gp_congestion 0.943 \
    numPortBuffers 12 \
    status "complete, no violations" \
    powerDensity_nw_per_um2 255 \
    cts_resized 0 \
    setup_violations 0 \
    worst_pin_slew_ps 851 \
    grtUsageTotal 0.189 \
    synth-seq-cells 97 \
    hpwl_um 6150 \
    core_area_um2 10200 \
    cts_setup_buffers 0 \
    grt_pass1_wl_um 16300 \
    cts_tree "built" \
    clk_pin_slew_ps 110 \
    required_ps 7390 \
    die_w_um 104 \
    yosys-stat-area_um2 5250 \
    crit_arrival_ps 3360 \
    initCoreUtil 0.513 \
    crit_path_top_delay_cell "nor3_1" \
    cap_violations 0 \
]
## sequential cells by signal (all words and copies together), names as in the netlist
signal         flops
leds               8
rxCounter         13
txPinRegister      1
rxBitNumber        3
txBitNumber        3
txState            3
dataIn            24
txCounter         25
txByteCounter      4
byteReady          1
rxState            5
dataOut            7
## path summary, 6_finish.rpt
path / to / cells past startpoint
min in group asynchronous: rxCounter[9]$_DFFE_PN0P_ / 2
max in group asynchronous: rxCounter[4]$_DFFE_PN0P_ / 2
max reg2reg: dataOut[2]$_SDFFCE_PP0P_ / 8
min reg2reg: rxBitNumber[0]$_DFFE_PN0P_ / 1
max: dataOut[2]$_SDFFCE_PP0P_ / 8
min: rxBitNumber[0]$_DFFE_PN0P_ / 1
## cells in the mapped netlist, drive strengths merged, types with 2 or more instances
cell,n,area [um2]
dfrtp,53,1330
edfxtp,43,1290
a21oi,38,190
nand2,38,143
mux2,32,360
nor2,29,109
o21ai,25,125
nand4,19,131
clkbuf,18,70.1
nand3,16,80.1
xor2,16,140
ha,14,175
nor3,14,70.1
xnor2,13,114
inv,12,45.0
nand2b,9,56.3
and3,8,55.1
nor4,8,65.1
a31oi,7,50.1
buf,7,43.8
mux2i,6,60.1
nor3b,5,37.5
or3,5,31.3
o31ai,4,30.0
a2111oi,3,45.0
a211oi,3,22.5
a21boi,3,22.5
and4,3,26.3
o31a,3,26.3
or2,3,18.8
or4,3,26.3
a21o,2,16.3
a32o,2,20.0
and2,2,12.5
nand3b,2,15.0
nor4b,2,17.5
o21a,2,15.0
o22ai,2,12.5
## where the power goes
part           internal [mW]  switching [mW]
clock network          0.127           0.188
logic                  0.136           0.177
registers              0.673           0.133
total                  0.935           0.498
## final cells by class
cell class,instances,area [um2]
Clock buffer,11,131
Clock inverter,5,40.0
Multi-Input combinational cell,354,2450
Sequential cell,97,2640
Fill cell,865,4610
Timing Repair Buffer,16,145
Inverter,12,45.0
Tap cell,136,170
## through the flow
step,instances,area (um2),setup slack (ps),utilization,hold slack (ps)
detailed placement,615,5450,4030,0.533,487
global placement,615,5450,4100,0.533,485
floorplan,488,5250,4380,-,456
finish,631,5630,4030,0.550,494
CTS,631,5630,3990,0.550,500
global route,631,5630,3740,0.550,519
## worst reg2reg max path: cells and delay by family (launching register included)
| kind | cells | cell delay [ps] |
|---|---|---|
| AOI/OAI and AO/OA | 2 | 510 |
| adders and majority gates | 1 | 320 |
| DFF | 1 | 410 |
| and+or+nand+nor | 5 | 1750 |
## routing by layer
layer | up-vias | GRT usage | share of wire
li1 | 1813 | - | -
met1 | 1704 | 0.342 | 0.52
met2 | 42 | 0.268 | 0.43
met3 | 13 | 0.0224 | 0.027
met4 | 0 | 0.0316 | 0.016
met5 | - | 0 | 0
## cells by family (layout without fill, tap and decap cells)
kind of cell	count (synthesis)	after routing	synth area share
fa+ha+maj	14	14	0.0333
compound gates	103	103	0.125
xor+xnor	29	29	0.0484
flops	97	97	0.503
simple gates	169	169	0.175
buf+inv	37	44	0.0303
mux	39	39	0.0843
Power and IR drop assume default switching activity.
